<file path="design/flow/run.sh">
#!/bin/bash
# OpenROAD 26Q1-2900-gdf79404cd8, Yosys 0.63+post, stock flow scripts
make -C /OpenROAD-flow-scripts/flow DESIGN_CONFIG=/design/flow/config.mk WORK_HOME=/design/flow/orfs finish
</file>
<file path="design/flow/config.mk">
export PLATFORM = sky130hd
export DESIGN_NAME = ALU
export DESIGN_NICKNAME = ALU
export VERILOG_FILES = /design/flow/design.v
export SDC_FILE = /design/flow/constraint.sdc
export NUM_CORES = 4
export LEC_CHECK = 1
export CORE_UTILIZATION = 50
</file>
<file path="design/flow/constraint.sdc">
current_design ALU

set clk_period 11.3
set clk_io_pct 0.2

create_clock -name clk0 -period $clk_period

set non_clock_inputs [all_inputs -no_clocks]
set_input_delay [expr $clk_period * $clk_io_pct] -clock clk0 $non_clock_inputs
set_output_delay [expr $clk_period * $clk_io_pct] -clock clk0 [all_outputs]
</file>
<file path="design/flow/design.v">
`timescale 1ns/1ns
module ALU1bit( input dataA, input dataB, input carryin, input [2:0]control, input less, output dataOut, output carryOut );
wire  Tand ;  
wire  Tor ;  
wire  Tadder ;  
wire  Tslt ;  
wire  temp ;  
wire  Tless  ;  
wire  selB  ;  
assign temp = 1'b0 ;
wire out;
buf( Tless, less) ;
mux2to1 mux1( .dataA(dataB), .dataB(~dataB), .sel(control[2]), .dataOut(selB) ) ;  
and ( Tand, dataA, selB ) ;
or ( Tor, dataA, selB);
FullAdder al( .a(dataA), .b(selB), .cin(carryin), .S(Tadder), .cout(carryOut) ) ;  
mux2to1 mux2(  .dataA(temp), .dataB(Tless), .sel(control[2]), .dataOut(Tslt) );  
mux4to1 mux3( .dataA(Tand), .dataB(Tor), .dataC(Tadder), .dataD(Tslt), .control(control[1:0]), .dataOut(out) );  
assign dataOut = out;
endmodule
`timescale 1ns/1ns
module FullAdder( input a,input b, input cin , output S, output cout);
wire  p,r,s,t;
	xor (p,a,b);
	xor (S,p,cin);
	or (t,a,b);
	and(r,t,cin);
	and(s,a,b);
	or(cout,r,s);
endmodule
`timescale 1ns/1ns
module ALU( input [31:0]dataA, input [31:0]dataB, input [2:0]control, output [31:0]sum, output Cout );
wire [30:0]tempCout ;
wire Cin=1'b0;
wire Cinsel ;
wire Tless ;
wire [31:0]tempsum ;
assign Tless = 1'b0 ;
mux2to1 mux87(Cin,~Cin,control[2],Cinsel);
ALU1bit ALUbit1( .dataA(dataA[0]), .dataB(dataB[0]), .carryin(Cinsel),      .control(control[2:0]),.less(~Cout), .dataOut(tempsum[0]), .carryOut(tempCout[0]));
ALU1bit ALUbit2( .dataA(dataA[1]), .dataB(dataB[1]), .carryin(tempCout[0]), .control(control[2:0]),.less(Tless), .dataOut(tempsum[1]), .carryOut(tempCout[1]));
ALU1bit ALUbit3( .dataA(dataA[2]), .dataB(dataB[2]), .carryin(tempCout[1]), .control(control[2:0]),.less(Tless), .dataOut(tempsum[2]), .carryOut(tempCout[2]));
ALU1bit ALUbit4( .dataA(dataA[3]), .dataB(dataB[3]), .carryin(tempCout[2]), .control(control[2:0]),.less(Tless), .dataOut(tempsum[3]), .carryOut(tempCout[3]));
ALU1bit ALUbit5( .dataA(dataA[4]), .dataB(dataB[4]), .carryin(tempCout[3]), .control(control[2:0]),.less(Tless), .dataOut(tempsum[4]), .carryOut(tempCout[4]));
ALU1bit ALUbit6( .dataA(dataA[5]), .dataB(dataB[5]), .carryin(tempCout[4]), .control(control[2:0]),.less(Tless), .dataOut(tempsum[5]), .carryOut(tempCout[5]));
ALU1bit ALUbit7( .dataA(dataA[6]), .dataB(dataB[6]), .carryin(tempCout[5]), .control(control[2:0]),.less(Tless), .dataOut(tempsum[6]), .carryOut(tempCout[6]));
ALU1bit ALUbit8( .dataA(dataA[7]), .dataB(dataB[7]), .carryin(tempCout[6]), .control(control[2:0]),.less(Tless), .dataOut(tempsum[7]), .carryOut(tempCout[7]));
ALU1bit ALUbit9( .dataA(dataA[8]), .dataB(dataB[8]), .carryin(tempCout[7]), .control(control[2:0]),.less(Tless), .dataOut(tempsum[8]), .carryOut(tempCout[8]));
ALU1bit ALUbit10(.dataA(dataA[9]), .dataB(dataB[9]), .carryin(tempCout[8]), .control(control[2:0]),.less(Tless), .dataOut(tempsum[9]), .carryOut(tempCout[9]));
ALU1bit ALUbit11(.dataA(dataA[10]),.dataB(dataB[10]),.carryin(tempCout[9]), .control(control[2:0]),.less(Tless), .dataOut(tempsum[10]),.carryOut(tempCout[10]));
ALU1bit ALUbit12(.dataA(dataA[11]),.dataB(dataB[11]),.carryin(tempCout[10]),.control(control[2:0]),.less(Tless), .dataOut(tempsum[11]),.carryOut(tempCout[11]));
ALU1bit ALUbit13(.dataA(dataA[12]),.dataB(dataB[12]),.carryin(tempCout[11]),.control(control[2:0]),.less(Tless), .dataOut(tempsum[12]),.carryOut(tempCout[12]));
ALU1bit ALUbit14(.dataA(dataA[13]),.dataB(dataB[13]),.carryin(tempCout[12]),.control(control[2:0]),.less(Tless), .dataOut(tempsum[13]),.carryOut(tempCout[13]));
ALU1bit ALUbit15(.dataA(dataA[14]),.dataB(dataB[14]),.carryin(tempCout[13]),.control(control[2:0]),.less(Tless), .dataOut(tempsum[14]),.carryOut(tempCout[14]));
ALU1bit ALUbit16(.dataA(dataA[15]),.dataB(dataB[15]),.carryin(tempCout[14]),.control(control[2:0]),.less(Tless), .dataOut(tempsum[15]),.carryOut(tempCout[15]));
ALU1bit ALUbit17(.dataA(dataA[16]),.dataB(dataB[16]),.carryin(tempCout[15]),.control(control[2:0]),.less(Tless), .dataOut(tempsum[16]),.carryOut(tempCout[16]));
ALU1bit ALUbit18(.dataA(dataA[17]),.dataB(dataB[17]),.carryin(tempCout[16]),.control(control[2:0]),.less(Tless), .dataOut(tempsum[17]),.carryOut(tempCout[17]));
ALU1bit ALUbit19(.dataA(dataA[18]),.dataB(dataB[18]),.carryin(tempCout[17]),.control(control[2:0]),.less(Tless), .dataOut(tempsum[18]),.carryOut(tempCout[18]));
ALU1bit ALUbit20(.dataA(dataA[19]),.dataB(dataB[19]),.carryin(tempCout[18]),.control(control[2:0]),.less(Tless), .dataOut(tempsum[19]),.carryOut(tempCout[19]));
ALU1bit ALUbit21(.dataA(dataA[20]),.dataB(dataB[20]),.carryin(tempCout[19]),.control(control[2:0]),.less(Tless), .dataOut(tempsum[20]),.carryOut(tempCout[20]));
ALU1bit ALUbit22(.dataA(dataA[21]),.dataB(dataB[21]),.carryin(tempCout[20]),.control(control[2:0]),.less(Tless), .dataOut(tempsum[21]),.carryOut(tempCout[21]));
ALU1bit ALUbit23(.dataA(dataA[22]),.dataB(dataB[22]),.carryin(tempCout[21]),.control(control[2:0]),.less(Tless), .dataOut(tempsum[22]),.carryOut(tempCout[22]));
ALU1bit ALUbit24(.dataA(dataA[23]),.dataB(dataB[23]),.carryin(tempCout[22]),.control(control[2:0]),.less(Tless), .dataOut(tempsum[23]),.carryOut(tempCout[23]));
ALU1bit ALUbit25(.dataA(dataA[24]),.dataB(dataB[24]),.carryin(tempCout[23]),.control(control[2:0]),.less(Tless), .dataOut(tempsum[24]),.carryOut(tempCout[24]));
ALU1bit ALUbit26(.dataA(dataA[25]),.dataB(dataB[25]),.carryin(tempCout[24]),.control(control[2:0]),.less(Tless), .dataOut(tempsum[25]),.carryOut(tempCout[25]));
ALU1bit ALUbit27(.dataA(dataA[26]),.dataB(dataB[26]),.carryin(tempCout[25]),.control(control[2:0]),.less(Tless), .dataOut(tempsum[26]),.carryOut(tempCout[26]));
ALU1bit ALUbit28(.dataA(dataA[27]),.dataB(dataB[27]),.carryin(tempCout[26]),.control(control[2:0]),.less(Tless), .dataOut(tempsum[27]),.carryOut(tempCout[27]));
ALU1bit ALUbit29(.dataA(dataA[28]),.dataB(dataB[28]),.carryin(tempCout[27]),.control(control[2:0]),.less(Tless), .dataOut(tempsum[28]),.carryOut(tempCout[28]));
ALU1bit ALUbit30(.dataA(dataA[29]),.dataB(dataB[29]),.carryin(tempCout[28]),.control(control[2:0]),.less(Tless), .dataOut(tempsum[29]),.carryOut(tempCout[29]));
ALU1bit ALUbit31(.dataA(dataA[30]),.dataB(dataB[30]),.carryin(tempCout[29]),.control(control[2:0]),.less(Tless), .dataOut(tempsum[30]),.carryOut(tempCout[30]));
ALU1bit ALUbit32(.dataA(dataA[31]),.dataB(dataB[31]),.carryin(tempCout[30]),.control(control[2:0]),.less(Tless), .dataOut(tempsum[31]),.carryOut(Cout));
assign sum = tempsum ;
endmodule
`timescale 1ns/1ns
module mux2to1( input dataA, input dataB, input sel, output dataOut );
wire selb ;
wire output1 ;
wire output2 ;
wire out ;
and (output1, dataA, ~sel);
and (output2, dataB, sel);
or (out, output1, output2);
assign dataOut = out ;
endmodule
`timescale 1ns/1ns
module mux4to1( input dataA, input dataB, input dataC, input dataD, input [1:0]control, output dataOut );
wire Jmux1 ;  
wire Jmux2 ;  
wire out;
mux2to1 mux1( .dataA(dataA), .dataB(dataB), .sel(control[0]), .dataOut(Jmux1) ) ;  
mux2to1 mux2( .dataA(dataC), .dataB(dataD), .sel(control[0]), .dataOut(Jmux2) ) ;  
mux2to1 mux3( .dataA(Jmux1), .dataB(Jmux2), .sel(control[1]), .dataOut(out) ) ;  
assign dataOut = out;
endmodule
</file>
==> load_flow_metrics.sql <==
-- metrics for the results database
INSERT INTO impl_metrics (metric_group, metric, value, unit) VALUES
('sta', 'slew_headroom', '60.1', '%'),
('grt', 'largest_net_degree_at_the_start_of_global_routing', '38', ''),
('setup_path', 'cp_data_required_time', '9040', 'ps'),
('synthesis', 'post_synth_main_area_contributors', 'sky130_fd_sc_hd__ha_1 27%, sky130_fd_sc_hd__fa_1 21%, sky130_fd_sc_hd__mux2i_1 10%', ''),
('power', 'post-layout-total-power', '180', 'uW'),
('sta', 'finalWorstPathRequiredPeriod', '15980', 'ps'),
('flow_run', 'drv.max_cap_violation_count', '0', ''),
('setup_path', 'startpoint_type', 'input port', ''),
('grt', 'via_count_of_the_first_global_routing_pass', '2067', ''),
('layout', 'layout_top_cell_excl_fill_tap', 'sky130_fd_sc_hd__clkdlybuf4s50_1', ''),
('sta', 'worst_slack', '-4680', 'ps'),
('status', 'result_of_the_run', 'finished, violations left', ''),
('power', 'ir_drop', '0.0000263', 'V'),
('place', 'placedCellCount', '470', ''),
('hold_path', 'timing.hold.worst.class', 'input port to output pin', ''),
('flow_run', 'stage_log_warning_count', '98', ''),
('layout', 'final_core_utilization', '70.2', '%'),
('sta', 'final_tally_of_max_slew_violations', '0', ''),
('power', 'power.static_leakage', '0.00201', 'uW'),
('layout', 'final-seq-area', '0', 'sq um'),
('setup_path', 'critPathArrivalTime', '13720', 'ps'),
('layout', 'layout.clock_buffers', '0', ''),
('hold_path', 'worstHoldEndpoint', 'sum[0]', ''),
('drt', 'drt_drc_violations_left', '0', ''),
('setup_path', 'critPathSlowestCell', 'sky130_fd_sc_hd__fa_2', ''),
('die', 'ios', '100', ''),
('drt', 'detail_route.antenna_diodes', '0', ''),
('die', 'fp_util', '52.3', '%'),
('synthesis', 'distinct_lib_cells', '20', ''),
('sta', 'totalNegativeSetupSlack', '-42900', 'ps'),
('grt', 'grt_antenna_before_repair', '0', ''),
('drt', 'route.final.wire_length', '5370', 'microns'),
('place', 'portBuffers', '100', ''),
('layout', 'instances_no_fill', '472', ''),
('synthesis', 'yosysWarnings', '0', ''),
('layout', 'ff_count', '0', ''),
('setup_path', 'critical_path.max_fanout', '2', ''),
('synthesis', 'ys_seq_share', '0', '%'),
('setup_path', 'setup.worst_path.class', 'input port to output pin', ''),
('die', 'die_w', '78.1', 'microns'),
('die', 'placementRows', '27', ''),
('setup_path', 'slowest_delay', '360', 'ps'),
('hold_path', 'holdPathStages', '5', ''),
('drt', 'detail_route.iter0.violations', '32', ''),
('synthesis', 'largest_area_cell', 'sky130_fd_sc_hd__ha_1', ''),
('die', 'fp.dieArea', '0.00610', 'sq mm'),
('layout', 'post_route_cells_drive_above_1_share', '24.3', '%'),
('sta', 'fmax', '62.6', 'MHz'),
('grt', 'track_usage', '19.5', '%'),
('synthesis', 'synth-area-yosys', '0.00290', 'sq mm'),
('drt', 'drtPass1Iterations', '4', ''),
('die', 'die_height', '78.1', 'microns'),
('layout', 'layout_top_cells_excl_fill_tap', '75 x sky130_fd_sc_hd__clkdlybuf4s50_1, 63 x sky130_fd_sc_hd__inv_1, 62 x sky130_fd_sc_hd__ha_1', ''),
('drt', 'total_via_count_in_the_routed_design', '2138', ''),
('synthesis', 'synth_cells', '315', ''),
('die', 'core_area', '0.00554', 'sq mm'),
('sta', 'rsz0062_at_grt', 'true', ''),
('layout', 'n_fill_cell', '458', ''),
('drt', 'antenna_left', '0', ''),
('synthesis', 'yosys.area.top_type_share', '26.8', '%'),
('place', 'globalplace.congestion', '0.757', ''),
('setup_path', 'critical_path.endpoint_type', 'output pin', ''),
('power', 'power.density', '46.3', 'mW/mm^2'),
('hold_path', 'hp-start', 'dataA[0]', ''),
('layout', 'area_delta_synth_final', '34.4', '%'),
('sta', 'final-setup-viol-count', '16', ''),
('sta', 'worstMarginPinSlew', '599', 'ps'),
('synthesis', 'number_of_cells_in_yosys_stat', '315', ''),
('place', 'hpwl', '4160', 'microns'),
('status', 'violated_checks', 'negative setup slack', ''),
('drt', 'routed_wire_length_per_instance', '11.4', 'microns'),
('layout', 'multi_input_comb_area', '0.00239', 'sq mm'),
('synthesis', 'syn-cell-area', '0.00290', 'sq mm'),
('clocking', 'cts.hold.buffers_added', '0', ''),
('sta', 'final_hold_viol_count', '0', ''),
('synthesis', 'syn_avg_cell_area', '9.19', 'sq um'),
('grt', 'remaining_global_route_overflow', '0', ''),
('drt', 'viasPerCell', '4.53', ''),
('sta', 'final_min_period_over_clock_period', '141', '%'),
('grt', 'first_pass_grt_wire_length', '9370', 'microns'),
('setup_path', 'critPathMostFrequentCell', 'sky130_fd_sc_hd__fa_2', '');
==> cells in the mapped netlist <==
cell                        n
sky130_fd_sc_hd__buf_2      3
sky130_fd_sc_hd__xnor2_1    1
sky130_fd_sc_hd__buf_4     34
sky130_fd_sc_hd__and4b_4    1
sky130_fd_sc_hd__clkbuf_1   3
sky130_fd_sc_hd__and4bb_1   1
sky130_fd_sc_hd__o22ai_1   31
sky130_fd_sc_hd__nand2b_4   1
sky130_fd_sc_hd__o21ai_0    3
sky130_fd_sc_hd__fa_1      31
sky130_fd_sc_hd__nor2_1     2
sky130_fd_sc_hd__inv_1     68
sky130_fd_sc_hd__mux2i_1   29
sky130_fd_sc_hd__o41ai_2    1
sky130_fd_sc_hd__xor2_1    32
sky130_fd_sc_hd__a311oi_2   1
sky130_fd_sc_hd__nand2_1    3
sky130_fd_sc_hd__buf_6      7
sky130_fd_sc_hd__ha_1      62
sky130_fd_sc_hd__a21oi_1    1
==> report_power, final <==
part | switching, uW | internal, uW
combinational | 77.4 | 103
clock | 0 | 0
sequential | 0 | 0
==> kinds of logic after synthesis <==
logic type,share of synthesized area [%]
buffers and inverters,21.3
xor gates and xnor gates,9.98
AOI/OAI and AO/OA,8.47
muxes,10.0
adders and majority gates,48.2
and+or+nand+nor,2.03
==> critical path, delay by kind of cell <==
| kind | cells | cell delay, ps |
|---|---|---|
| fa+ha+maj | 31 | 10410 |
| buf+inv | 6 | 450 |
| simple gates | 1 | 330 |
| xor+xnor | 1 | 170 |
| compound gates | 2 | 110 |
==> through the flow <==
| stage | instance area, sq um | setup slack (ps) | hold WS [ps] |
|---|---|---|---|
| finish | 3890 | -4680 | 5080 |
| global placement | 3930 | -5500 | 5490 |
| detailed placement | 3930 | -5500 | 5490 |
| global route | 3890 | -4990 | 5140 |
| CTS | 3890 | -4700 | 5090 |
| floorplan | 2990 | -4390 | 4650 |
==> what timing repair did <==
item,in CTS,in global routing
gates resized,79,3
pin swaps,6,3
endpoints found under the setup margin,18,18
setup buffers,2,0
==> worst max-delay path by stage <==
stage / from / to / depth (start not counted)
final: dataB[1] / sum[0] / 41
after global routing: dataB[1] / sum[0] / 41
after CTS: dataB[1] / sum[0] / 41
==> layer usage <==
metal	global-route usage (%)	up-vias	routed length [microns]
met5	0	-	0
met4	0	0	0
met3	1.18	0	228
met2	33.9	55	2580
met1	29.2	972	2560
li1	-	1111	-
==> final cells by class <==
cell class / instances / share of cell area, %
Multi-Input combinational cell: 200 / 61.4
Tap cell: 72 / 2.32
Inverter: 68 / 6.56
Timing Repair Buffer: 132 / 29.8
Power and IR drop assume default switching activity.
