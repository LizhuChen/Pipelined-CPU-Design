## ./constraint.sdc

```tcl
current_design shifter

set clk_period 2.7
set clk_io_pct 0.2

create_clock -name clk0 -period $clk_period

set non_clock_inputs [all_inputs -no_clocks]
set_input_delay [expr $clk_period * $clk_io_pct] -clock clk0 $non_clock_inputs
set_output_delay [expr $clk_period * $clk_io_pct] -clock clk0 [all_outputs]
```

## ./run.sh

```bash
#!/bin/bash
# OpenROAD 26Q1-2900-gdf79404cd8, Yosys 0.63+post, stock flow scripts
make -C /OpenROAD-flow-scripts/flow DESIGN_CONFIG=/design/flow/config.mk WORK_HOME=/design/flow/orfs finish
```

## ./design.v

```verilog
`timescale 1ns/1ns
module mux2to1( input dataA, input dataB, input sel, output dataOut );
wire selb ;
wire output1 ;
wire output2 ;
wire out ;
and (output1, dataA, ~sel);
and (output2, dataB, sel);
or (out, output1, output2);
assign dataOut = out ;
endmodule
`timescale 1ns/1ns
module shifter ( input[31:0]datain, input[31:0] shiftnum, output[31:0] dataout ) ;
wire[4:0] shift_num ;
wire[31:0] temp1 ;
wire[31:0] temp2 ;
wire[31:0] temp3 ;
wire[31:0] temp4 ;
assign shift_num = shiftnum[4:0] ;
mux2to1 a0 (datain[0], 1'b0, shift_num[0], temp1[0]); 
mux2to1 a1 (datain[1], datain[0], shift_num[0], temp1[1]); 
mux2to1 a2 (datain[2], datain[1], shift_num[0], temp1[2]); 
mux2to1 a3 (datain[3], datain[2], shift_num[0], temp1[3]); 
mux2to1 a4 (datain[4], datain[3], shift_num[0], temp1[4]); 
mux2to1 a5 (datain[5], datain[4], shift_num[0], temp1[5]); 
mux2to1 a6 (datain[6], datain[5], shift_num[0], temp1[6]); 
mux2to1 a7 (datain[7], datain[6], shift_num[0], temp1[7]); 
mux2to1 a8 (datain[8], datain[7], shift_num[0], temp1[8]);
mux2to1 a9 (datain[9], datain[8], shift_num[0], temp1[9]);
mux2to1 a10 (datain[10], datain[9], shift_num[0], temp1[10]);
mux2to1 a11 (datain[11], datain[10], shift_num[0], temp1[11]);
mux2to1 a12 (datain[12], datain[11], shift_num[0], temp1[12]);
mux2to1 a13 (datain[13], datain[12], shift_num[0], temp1[13]);
mux2to1 a14 (datain[14], datain[13], shift_num[0], temp1[14]);
mux2to1 a15 (datain[15], datain[14], shift_num[0], temp1[15]);
mux2to1 a16 (datain[16], datain[15], shift_num[0], temp1[16]);
mux2to1 a17 (datain[17], datain[16], shift_num[0], temp1[17]);
mux2to1 a18 (datain[18], datain[17], shift_num[0], temp1[18]);
mux2to1 a19 (datain[19], datain[18], shift_num[0], temp1[19]);
mux2to1 a20 (datain[20], datain[19], shift_num[0], temp1[20]);
mux2to1 a21 (datain[21], datain[20], shift_num[0], temp1[21]);
mux2to1 a22 (datain[22], datain[21], shift_num[0], temp1[22]);
mux2to1 a23 (datain[23], datain[22], shift_num[0], temp1[23]);
mux2to1 a24 (datain[24], datain[23], shift_num[0], temp1[24]);
mux2to1 a25 (datain[25], datain[24], shift_num[0], temp1[25]);
mux2to1 a26 (datain[26], datain[25], shift_num[0], temp1[26]);
mux2to1 a27 (datain[27], datain[26], shift_num[0], temp1[27]);
mux2to1 a28 (datain[28], datain[27], shift_num[0], temp1[28]);
mux2to1 a29 (datain[29], datain[28], shift_num[0], temp1[29]);
mux2to1 a30 (datain[30], datain[29], shift_num[0], temp1[30]);
mux2to1 a31 (datain[31], datain[30], shift_num[0], temp1[31]);
mux2to1 b0 (temp1[0], 1'b0, shift_num[1], temp2[0]); 
mux2to1 b1 (temp1[1], 1'b0, shift_num[1], temp2[1]); 
mux2to1 b2 (temp1[2], temp1[0], shift_num[1], temp2[2]); 
mux2to1 b3 (temp1[3], temp1[1], shift_num[1], temp2[3]); 
mux2to1 b4 (temp1[4], temp1[2], shift_num[1], temp2[4]); 
mux2to1 b5 (temp1[5], temp1[3], shift_num[1], temp2[5]); 
mux2to1 b6 (temp1[6], temp1[4], shift_num[1], temp2[6]); 
mux2to1 b7 (temp1[7], temp1[5], shift_num[1], temp2[7]);
mux2to1 b8 (temp1[8], temp1[6], shift_num[1], temp2[8]);
mux2to1 b9 (temp1[9], temp1[7], shift_num[1], temp2[9]);
mux2to1 b10 (temp1[10], temp1[8], shift_num[1], temp2[10]);
mux2to1 b11 (temp1[11], temp1[9], shift_num[1], temp2[11]);
mux2to1 b12 (temp1[12], temp1[10], shift_num[1], temp2[12]);
mux2to1 b13 (temp1[13], temp1[11], shift_num[1], temp2[13]);
mux2to1 b14 (temp1[14], temp1[12], shift_num[1], temp2[14]);
mux2to1 b15 (temp1[15], temp1[13], shift_num[1], temp2[15]);
mux2to1 b16 (temp1[16], temp1[14], shift_num[1], temp2[16]);
mux2to1 b17 (temp1[17], temp1[15], shift_num[1], temp2[17]);
mux2to1 b18 (temp1[18], temp1[16], shift_num[1], temp2[18]);
mux2to1 b19 (temp1[19], temp1[17], shift_num[1], temp2[19]);
mux2to1 b20 (temp1[20], temp1[18], shift_num[1], temp2[20]);
mux2to1 b21 (temp1[21], temp1[19], shift_num[1], temp2[21]);
mux2to1 b22 (temp1[22], temp1[20], shift_num[1], temp2[22]);
mux2to1 b23 (temp1[23], temp1[21], shift_num[1], temp2[23]);
mux2to1 b24 (temp1[24], temp1[22], shift_num[1], temp2[24]);
mux2to1 b25 (temp1[25], temp1[23], shift_num[1], temp2[25]);
mux2to1 b26 (temp1[26], temp1[24], shift_num[1], temp2[26]);
mux2to1 b27 (temp1[27], temp1[25], shift_num[1], temp2[27]);
mux2to1 b28 (temp1[28], temp1[26], shift_num[1], temp2[28]);
mux2to1 b29 (temp1[29], temp1[27], shift_num[1], temp2[29]);
mux2to1 b30 (temp1[30], temp1[28], shift_num[1], temp2[30]);
mux2to1 b31 (temp1[31], temp1[29], shift_num[1], temp2[31]);
mux2to1 c0 ( temp2[0], 1'b0, shift_num[2], temp3[0]); 
mux2to1 c1 ( temp2[1], 1'b0, shift_num[2], temp3[1]); 
mux2to1 c2 ( temp2[2], 1'b0, shift_num[2], temp3[2]); 
mux2to1 c3 ( temp2[3], 1'b0, shift_num[2], temp3[3]); 
mux2to1 c4 (temp2[4], temp2[0], shift_num[2], temp3[4]); 
mux2to1 c5 (temp2[5], temp2[1], shift_num[2], temp3[5]); 
mux2to1 c6 (temp2[6], temp2[2], shift_num[2], temp3[6]); 
mux2to1 c7 (temp2[7], temp2[3], shift_num[2], temp3[7]);
mux2to1 c8 (temp2[8], temp2[4], shift_num[2], temp3[8]);
mux2to1 c9 (temp2[9], temp2[5], shift_num[2], temp3[9]);
mux2to1 c10 (temp2[10], temp2[6], shift_num[2], temp3[10]);
mux2to1 c11 (temp2[11], temp2[7], shift_num[2], temp3[11]);
mux2to1 c12 (temp2[12], temp2[8], shift_num[2], temp3[12]);
mux2to1 c13 (temp2[13], temp2[9], shift_num[2], temp3[13]);
mux2to1 c14 (temp2[14], temp2[10], shift_num[2], temp3[14]);
mux2to1 c15 (temp2[15], temp2[11], shift_num[2], temp3[15]);
mux2to1 c16 (temp2[16], temp2[12], shift_num[2], temp3[16]);
mux2to1 c17 (temp2[17], temp2[13], shift_num[2], temp3[17]);
mux2to1 c18 (temp2[18], temp2[14], shift_num[2], temp3[18]);
mux2to1 c19 (temp2[19], temp2[15], shift_num[2], temp3[19]);
mux2to1 c20 (temp2[20], temp2[16], shift_num[2], temp3[20]);
mux2to1 c21 (temp2[21], temp2[17], shift_num[2], temp3[21]);
mux2to1 c22 (temp2[22], temp2[18], shift_num[2], temp3[22]);
mux2to1 c23 (temp2[23], temp2[19], shift_num[2], temp3[23]);
mux2to1 c24 (temp2[24], temp2[20], shift_num[2], temp3[24]);
mux2to1 c25 (temp2[25], temp2[21], shift_num[2], temp3[25]);
mux2to1 c26 (temp2[26], temp2[22], shift_num[2], temp3[26]);
mux2to1 c27 (temp2[27], temp2[23], shift_num[2], temp3[27]);
mux2to1 c28 (temp2[28], temp2[24], shift_num[2], temp3[28]);
mux2to1 c29 (temp2[29], temp2[25], shift_num[2], temp3[29]);
mux2to1 c30 (temp2[30], temp2[26], shift_num[2], temp3[30]);
mux2to1 c31 (temp2[31], temp2[27], shift_num[2], temp3[31]);
mux2to1 d0 (temp3[0], 1'b0, shift_num[3], temp4[0]); 
mux2to1 d1 (temp3[1], 1'b0, shift_num[3], temp4[1]); 
mux2to1 d2 (temp3[2], 1'b0, shift_num[3], temp4[2]); 
mux2to1 d3 (temp3[3], 1'b0, shift_num[3], temp4[3]); 
mux2to1 d4 (temp3[4], 1'b0, shift_num[3], temp4[4]); 
mux2to1 d5 (temp3[5], 1'b0, shift_num[3], temp4[5]); 
mux2to1 d6 (temp3[6], 1'b0, shift_num[3], temp4[6]); 
mux2to1 d7 (temp3[7], 1'b0, shift_num[3], temp4[7]);
mux2to1 d8 (temp3[8], temp3[0], shift_num[3], temp4[8]);
mux2to1 d9 (temp3[9], temp3[1], shift_num[3], temp4[9]);
mux2to1 d10 (temp3[10], temp3[2], shift_num[3], temp4[10]);
mux2to1 d11 (temp3[11], temp3[3], shift_num[3], temp4[11]);
mux2to1 d12 (temp3[12], temp3[4], shift_num[3], temp4[12]);
mux2to1 d13 (temp3[13], temp3[5], shift_num[3], temp4[13]);
mux2to1 d14 (temp3[14], temp3[6], shift_num[3], temp4[14]);
mux2to1 d15 (temp3[15], temp3[7], shift_num[3], temp4[15]);
mux2to1 d16 (temp3[16], temp3[8], shift_num[3], temp4[16]);
mux2to1 d17 (temp3[17], temp3[9], shift_num[3], temp4[17]);
mux2to1 d18 (temp3[18], temp3[10], shift_num[3], temp4[18]);
mux2to1 d19 (temp3[19], temp3[11], shift_num[3], temp4[19]);
mux2to1 d20 (temp3[20], temp3[12], shift_num[3], temp4[20]);
mux2to1 d21 (temp3[21], temp3[13], shift_num[3], temp4[21]);
mux2to1 d22 (temp3[22], temp3[14], shift_num[3], temp4[22]);
mux2to1 d23 (temp3[23], temp3[15], shift_num[3], temp4[23]);
mux2to1 d24 (temp3[24], temp3[16], shift_num[3], temp4[24]);
mux2to1 d25 (temp3[25], temp3[17], shift_num[3], temp4[25]);
mux2to1 d26 (temp3[26], temp3[18], shift_num[3], temp4[26]);
mux2to1 d27 (temp3[27], temp3[19], shift_num[3], temp4[27]);
mux2to1 d28 (temp3[28], temp3[20], shift_num[3], temp4[28]);
mux2to1 d29 (temp3[29], temp3[21], shift_num[3], temp4[29]);
mux2to1 d30 (temp3[30], temp3[22], shift_num[3], temp4[30]);
mux2to1 d31 (temp3[31], temp3[23], shift_num[3], temp4[31]);
mux2to1 e0 (temp4[0], 1'b0, shift_num[4], dataout[0]); 
mux2to1 e1 (temp4[1], 1'b0, shift_num[4], dataout[1]); 
mux2to1 e2 (temp4[2], 1'b0, shift_num[4], dataout[2]); 
mux2to1 e3 (temp4[3], 1'b0, shift_num[4], dataout[3]); 
mux2to1 e4 (temp4[4], 1'b0, shift_num[4], dataout[4]); 
mux2to1 e5 (temp4[5], 1'b0, shift_num[4], dataout[5]); 
mux2to1 e6 (temp4[6], 1'b0, shift_num[4], dataout[6]); 
mux2to1 e7 (temp4[7], 1'b0, shift_num[4], dataout[7]);
mux2to1 e8 (temp4[8], 1'b0, shift_num[4], dataout[8]);
mux2to1 e9 (temp4[9], 1'b0, shift_num[4], dataout[9]);
mux2to1 e10 (temp4[10], 1'b0, shift_num[4], dataout[10]);
mux2to1 e11 (temp4[11], 1'b0, shift_num[4], dataout[11]);
mux2to1 e12 (temp4[12], 1'b0, shift_num[4], dataout[12]);
mux2to1 e13 (temp4[13], 1'b0, shift_num[4], dataout[13]);
mux2to1 e14 (temp4[14], 1'b0, shift_num[4], dataout[14]);
mux2to1 e15 (temp4[15], 1'b0, shift_num[4], dataout[15]);
mux2to1 e16 (temp4[16], temp4[0], shift_num[4], dataout[16]);
mux2to1 e17 (temp4[17], temp4[1], shift_num[4], dataout[17]);
mux2to1 e18 (temp4[18], temp4[2], shift_num[4], dataout[18]);
mux2to1 e19 (temp4[19], temp4[3], shift_num[4], dataout[19]);
mux2to1 e20 (temp4[20], temp4[4], shift_num[4], dataout[20]);
mux2to1 e21 (temp4[21], temp4[5], shift_num[4], dataout[21]);
mux2to1 e22 (temp4[22], temp4[6], shift_num[4], dataout[22]);
mux2to1 e23 (temp4[23], temp4[7], shift_num[4], dataout[23]);
mux2to1 e24 (temp4[24], temp4[8], shift_num[4], dataout[24]);
mux2to1 e25 (temp4[25], temp4[9], shift_num[4], dataout[25]);
mux2to1 e26 (temp4[26], temp4[10], shift_num[4], dataout[26]);
mux2to1 e27 (temp4[27], temp4[11], shift_num[4], dataout[27]);
mux2to1 e28 (temp4[28], temp4[12], shift_num[4], dataout[28]);
mux2to1 e29 (temp4[29], temp4[13], shift_num[4], dataout[29]);
mux2to1 e30 (temp4[30], temp4[14], shift_num[4], dataout[30]);
mux2to1 e31 (temp4[31], temp4[15], shift_num[4], dataout[31]);
endmodule
```

## ./config.mk

```make
export PLATFORM = sky130hd
export DESIGN_NAME = shifter
export DESIGN_NICKNAME = shifter
export VERILOG_FILES = /design/flow/design.v
export SDC_FILE = /design/flow/constraint.sdc
export NUM_CORES = 4
export LEC_CHECK = 1
export CORE_UTILIZATION = 40
```

==> Slide: Implementation Results <==
Run Summary

GRT
  • Grt peak-use layer: met1
  • Initial antenna violation count: 0
  • GR Util met2: 41.69%
  • Vias in the first global route: 2269
  • GR Layer Usage met3: 5.132%
  • GR Util All Layers: 27.47%
  • GRT met1 Usage: 42.95%
  • Largest net degree at the start of global routing: 14
  • First-pass GRT wire length: 11200 um
  • GR Overflow Total: 0

Floorplan
  • Die ar.: 0.005456 mm2
  • Die Y: 73.87 um
  • Die width: 73.87 um
  • Num ports: 96
  • Row count: 25
  • Core ar.: 0.004848 mm2
  • Init Core Util: 42.61%

Route
  • DR DRC count: 0
  • Detail Route Antenna Nets: 0
  • Diode count: 0
  • Drt wl/cell: 17.08 um
  • Initial DRC Count: 202
  • Via count: 2442
  • TritonRoute pass-1 iters: 4
  • Post-DR vias/cell: 5.814
  • Final WL: 7175 um

Layout
  • Design area: 0.003665 mm2
  • Most instantiated logic cells after routing: buf_4 (76), dlygate4sd2_1 (23), mux4_2 (22)
  • Fillers: 318
  • Share of cells above drive strength 1: 61.76%
  • P&R area growth vs syn: 77.41%
  • Finished Layout Cells: 420
  • Seq cells: 0
  • Sequential Area: 0 um2
  • Dominant logic cell type in the layout: buf_4
  • # clk buffers: 0

Logic synthesis
  • YS warnings: 0
  • Yosys Instances: 235
  • Yosys chip area: 0.002066 mm2
  • Seq share, synth: 0%
  • Syn Area/Cell: 8.790 um2
  • Mapped Area: 0.002066 mm2
  • Gate Count Post-Synth: 235
  • Synth unique cells: 35

STA
  • Slew headroom: 75.44%
  • Final period util: 100.8%
  • Slack of the critical path: -20.38 ps
  • Max-slew violations: 0
  • Tmin final: 2720 ps
  • Max Freq: 367.6 MHz
  • Endpoints failing hold: 0
  • RSZ-0062 raised after global routing: true
  • Setup Viol. Count Final: 2
  • Least-Margin Pin Slew: 368.4 ps

Power
  • Pwr dens: 196.7 mW/mm2
  • Max VDD drop: 0.1081 mV
  • Static leakage: 1.686 nW

Critical path
  • Worst-path maximum fanout: 7
  • Required @ worst endpoint: 2160 ps
  • Slowest stage delay, CP: 530 ps
  • Crit Path Class: in2out
  • Critical-path cell list: buf_16 -> buf_12 -> mux2_4 -> mux4_2 -> buf_6 -> a32oi_2 -> o211ai_1 -> buf_2
  • Crit path capture type: output pin
  • Critical path buffers and inverters: 4
  • Data arrival time of the critical path: 2180 ps
  • Startpoint types: input pin
  • Slowest cell on crit path: mux4_2
  • Worst path top cell family by delay: multiplexers

Placed design
  • Dpl cell area: 0.003054 mm2
  • Dpl cells: 394
  • Placed wire-length estimate: 5194 um
  • Input/output buffers: 69
  • GP Congestion: 0.9475

Clock network
  • Hold-fix buffers, CTS: 0

Run
  • Log Warnings: 61
  • Max-cap viol count: 0

Outcome
  • Outcome: complete, but fails checks
  • Failing checks: negative setup slack

Hold path
  • HP Class: in2out
-- synth_stat cells, drive strengths merged --
library cell	n	share of area [%]
mux4	22	25
a32oi	2	0.85
a22oi	16	5.8
clkbuf	9	1.6
or4b	1	0.48
a211oi	9	3.3
or3	1	0.30
nor2	19	3.5
nand2b	4	1.2
o2bb2a	2	1.5
o21ai	7	1.7
a2bb2oi	2	0.85
o22ai	5	1.5
and2	3	0.91
nor3	2	0.48
inv	2	0.36
buf	45	16
mux2	23	13
a21oi	1	0.24
o211ai	4	1.5
a22o	2	0.85
nor3b	1	0.36
nand3	7	1.7
a222oi	2	0.97
mux2i	24	12
or2	2	0.61
nor2b	4	1.2
nand2	14	2.5
-- metrics by stage --
stage | setup WS [ps] | power [W] | utilization, % | hold slack [ps] | setup TNS [ps]
2_1_floorplan | 149.8 | 0.0003274 | - | 1347 | 0
3_3_place_gp | -583.2 | 0.0005719 | 62.99 | 2229 | -13710
3_5_place_dp | -581.6 | 0.0005714 | 62.99 | 2236 | -13440
4_1_cts | -0.04619 | 0.0006707 | 72.13 | 1745 | -0.04619
5_1_grt | -70.14 | 0.0007681 | 75.59 | 1734 | -254.5
6_report | -20.38 | 0.0007210 | 75.59 | 1696 | -38.45
-- area by class of cell --
type,instances,area [um2],area share [%]
Inverter,2,7.507,0.2048
Tap cell,67,83.83,2.287
Multi-Input combinational cell,179,1993,54.39
Timing Repair Buffer,172,1580,43.12
-- tightest hold or removal path, delay by kind of cell --
kind                   cells  cell delay, ps
buffers and inverters      3             580
AOI/OAI and AO/OA          1              40
-- cell families after synthesis --
kind of cell    share of synthesized area, %
compound gates                         18.96
simple gates                           13.26
mux                                    49.42
buf+inv                                18.35
-- report_power, final --
group / leakage [nW] / switching, W / internal [W] / total, W
clock: 0 / 0 / 0 / 0
combinational: 1.69 / 0.000292 / 0.000429 / 0.000721
sequential: 0 / 0 / 0 / 0
total: 1.69 / 0.000292 / 0.000429 / 0.000721
-- per-layer routing --
layer	part of all wire [%]	vias to the layer above
met5	0	-
met4	1.2	0
met3	7.5	10
met2	45	116
met1	47	1185
li1	-	1131
-- path summary, 6_finish.rpt --
kind	cells past startpoint	startpoint	slack, ps	endpoint
setup / recovery	8	shiftnum[0]	-20	dataout[26]
hold / removal	4	shiftnum[4]	1700	dataout[14]
-- what timing repair did --
action                     4_1_cts  5_1_grt
setup endpoints to repair       32       23
gates resized                  199       46
hold endpoints to repair         0        0
cloned                           3        1
pin swaps                       32       17
setup buffers                   19        8
Power is estimated from default activity; no workload was simulated.
